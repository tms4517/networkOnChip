**flow/config.mk**
```make
export PLATFORM = sky130hd
export DESIGN_NAME = niApbInitiator
export DESIGN_NICKNAME = niApbInitiator
export VERILOG_FILES = /design/flow/design.v
export SDC_FILE = /design/flow/constraint.sdc
export NUM_CORES = 4
export LEC_CHECK = 1
export CORE_AREA = 10 10 110 110
export DIE_AREA = 0 0 120 120
export SYNTH_HDL_FRONTEND = slang
```
**flow/constraint.sdc**
```tcl
current_design niApbInitiator

set clk_period 2.5
set clk_io_pct 0.2

create_clock -name clk0 -period $clk_period [get_ports {i_clk}]

set non_clock_inputs [all_inputs -no_clocks]
set_input_delay [expr $clk_period * $clk_io_pct] -clock clk0 $non_clock_inputs
set_output_delay [expr $clk_period * $clk_io_pct] -clock clk0 [all_outputs]
```
**flow/design.v**
```verilog
`default_nettype none
package pa_noc;
  localparam int unsigned APB_PAYLOAD_WIDTH = 69;
  localparam int unsigned FIFO_ADDRESS_W = 2;
  localparam int unsigned NUM_INPUT_FIFOS = 5;
  localparam int unsigned MAX_NI_PER_ROUTER = 1;
  typedef struct packed {
    logic [31:0] baseAddr;  
    logic [31:0] endAddr;   
    logic [7:0]  dstRow;    
    logic [7:0]  dstCol;    
    logic [7:0]  dstNiId;   
  } ty_ADDR_MAP_ENTRY;
  typedef enum bit [2:0]
  { NI    = 3'b000
  , NORTH = 3'b001
  , SOUTH = 3'b010
  , EAST  = 3'b011
  , WEST  = 3'b100
  } ty_DIRECTION;
endpackage
`resetall
`default_nettype none
module niApbInitiator
#(parameter int unsigned GRID_WIDTH                               = 4
, parameter int unsigned NUM_ADDR_MAP_ENTRIES                     = GRID_WIDTH * GRID_WIDTH
, parameter pa_noc::ty_ADDR_MAP_ENTRY [NUM_ADDR_MAP_ENTRIES-1:0] ADDR_MAP = '0
, parameter int unsigned SRC_ROW                                  = 0
, parameter int unsigned SRC_COL                                  = 0
, parameter int unsigned MAX_NI_PER_ROUTER                        = pa_noc::MAX_NI_PER_ROUTER
, parameter int unsigned NI_ID                                    = 0
, localparam int unsigned COORD_WIDTH   = $clog2(GRID_WIDTH)
, localparam int unsigned NI_ID_WIDTH   = (MAX_NI_PER_ROUTER > 1) ?
                                          $clog2(MAX_NI_PER_ROUTER) : 0
, localparam int unsigned PAYLOAD_WIDTH = pa_noc::APB_PAYLOAD_WIDTH
, localparam int unsigned PACKET_WIDTH  = PAYLOAD_WIDTH + (2 * NI_ID_WIDTH)
                                          + (COORD_WIDTH * 4)
)
( input  var logic i_clk
, input  var logic i_arst_n
, input  var logic [31:0] i_paddr
, input  var logic [31:0] i_pwdata
, input  var logic        i_pwrite
, input  var logic [3:0]  i_pstrb
, input  var logic        i_psel
, input  var logic        i_penable
, output var logic        o_pready
, output var logic        o_pslverr
, output var logic [31:0] o_prdata
, output var logic [PACKET_WIDTH-1:0] o_niToRouter
, output var logic                    o_niToRouterValid
, input  var logic                    i_niToRouterReady
, input  var logic [PACKET_WIDTH-1:0] i_routerToNi
, input  var logic                    i_routerToNiValid
, output var logic                    o_routerToNiReady
);
  logic                    addrHit;
  logic [COORD_WIDTH-1:0]  dstRow;
  logic [COORD_WIDTH-1:0]  dstCol;
  if (NI_ID_WIDTH > 0)
  begin: gen_addr_decode_with_id
    logic [NI_ID_WIDTH-1:0] dstNiId;
    always_comb begin
      addrHit  = 1'b0;
      dstRow   = '0;
      dstCol   = '0;
      dstNiId  = '0;
      for (int i = 0; i < NUM_ADDR_MAP_ENTRIES; i++) begin
        if (!addrHit
            && (i_paddr >= ADDR_MAP[i].baseAddr)
            && (i_paddr <= ADDR_MAP[i].endAddr)) begin
          addrHit = 1'b1;
          dstRow  = COORD_WIDTH'(ADDR_MAP[i].dstRow);
          dstCol  = COORD_WIDTH'(ADDR_MAP[i].dstCol);
          dstNiId = NI_ID_WIDTH'(ADDR_MAP[i].dstNiId);
        end
      end
    end
  end: gen_addr_decode_with_id
  else
  begin: gen_addr_decode_no_id
    always_comb begin
      addrHit = 1'b0;
      dstRow  = '0;
      dstCol  = '0;
      for (int i = 0; i < NUM_ADDR_MAP_ENTRIES; i++) begin
        if (!addrHit
            && (i_paddr >= ADDR_MAP[i].baseAddr)
            && (i_paddr <= ADDR_MAP[i].endAddr)) begin
          addrHit = 1'b1;
          dstRow  = COORD_WIDTH'(ADDR_MAP[i].dstRow);
          dstCol  = COORD_WIDTH'(ADDR_MAP[i].dstCol);
        end
      end
    end
  end: gen_addr_decode_no_id
  logic [PAYLOAD_WIDTH-1:0] apbPayload;
  always_comb
    apbPayload = {i_paddr, i_pwdata, i_pwrite, i_pstrb};
  logic [COORD_WIDTH-1:0] srcRow;
  logic [COORD_WIDTH-1:0] srcCol;
  always_comb
    srcRow = COORD_WIDTH'(SRC_ROW);
  always_comb
    srcCol = COORD_WIDTH'(SRC_COL);
  if (NI_ID_WIDTH > 0)
  begin: gen_with_ids
    logic [NI_ID_WIDTH-1:0] srcNiId;
    logic [NI_ID_WIDTH-1:0] dstNiId;
    always_comb
      srcNiId = NI_ID_WIDTH'(NI_ID);
    always_comb
      dstNiId = gen_addr_decode_with_id.dstNiId;
    always_comb
      o_niToRouter = {apbPayload, srcNiId, srcRow, srcCol, dstNiId, dstRow, dstCol};
  end: gen_with_ids
  else
  begin: gen_no_ids
    always_comb
      o_niToRouter = {apbPayload, srcRow, srcCol, dstRow, dstCol};
  end: gen_no_ids
  logic accessPhase;
  always_comb
    accessPhase = i_psel && i_penable;
  logic readReqAccepted;
  always_comb
    readReqAccepted = accessPhase && !i_pwrite && addrHit && i_niToRouterReady;
  typedef enum logic
  { ST_IDLE
  , ST_READ_RESP
  } ty_state;
  ty_state state_q, state_d;
  always_ff @(posedge i_clk or negedge i_arst_n)
    if (!i_arst_n)
      state_q <= ST_IDLE;
    else
      state_q <= state_d;
  always_comb
    case (state_q)
      ST_IDLE:
        state_d = readReqAccepted ? ST_READ_RESP : ST_IDLE;
      ST_READ_RESP:
        state_d = i_routerToNiValid ? ST_IDLE : ST_READ_RESP;
      default:
        state_d = ST_IDLE;
    endcase
  always_comb
    if (state_q == ST_IDLE && accessPhase && addrHit)
      o_niToRouterValid = 1'b1;
    else
      o_niToRouterValid = 1'b0;
  always_comb
    if (state_q == ST_READ_RESP)
      o_routerToNiReady = 1'b1;
    else
      o_routerToNiReady = 1'b0;
  logic [PAYLOAD_WIDTH-1:0] respPayload;
  always_comb
    respPayload = i_routerToNi[PACKET_WIDTH-1 -: PAYLOAD_WIDTH];
  always_comb
    if (state_q == ST_READ_RESP && i_routerToNiValid)
      o_prdata = respPayload[36:5];
    else
      o_prdata = '0;
  always_comb
    if (state_q == ST_READ_RESP)
      o_pready = i_routerToNiValid;
    else if (!accessPhase)
      o_pready = 1'b0;
    else if (!addrHit)
      o_pready = 1'b1;
    else if (i_pwrite)
      o_pready = i_niToRouterReady;
    else
      o_pready = 1'b0;
  always_comb
    if (state_q == ST_READ_RESP)
      o_pslverr = 1'b0;
    else if (!accessPhase)
      o_pslverr = 1'b0;
    else if (!addrHit)
      o_pslverr = 1'b1;
    else
      o_pslverr = 1'b0;
endmodule
`resetall
```
**flow/run.sh**
```bash
#!/bin/bash
# OpenROAD 26Q1-2900-gdf79404cd8, Yosys 0.63+post, stock flow scripts
make -C /OpenROAD-flow-scripts/flow DESIGN_CONFIG=/design/flow/config.mk WORK_HOME=/design/flow/orfs finish
```
==> flow_metrics.py <==
# Synthesis and PnR figures
metrics = {
    "run_status": {
        "outcome": "completed",
    },
    "synth": {
        "ys.flops": 1,
        "ys_warn_count": 0,
        "ys_cells": 138,
        "ys_types": 16,
        "synthCells": 138,
        "netlist_area_sq_um": 981,
        "yosysSeqAreaShare_pct": 2.55,
        "postSynthAreaPerCell_sq_um": 7.11,
        "ys_chip_area_sq_um": 981,
    },
    "floorplanning": {
        "fp-utilization_pct": 10.0,
        "die_y_um": 120,
        "die_area_sq_um": 14400,
        "ios": 265,
        "core_area_sq_um": 9770,
        "rows": 36,
        "die_w_um": 120,
    },
    "worst_hold_path": {
        "hp-class": "register to register",
    },
    "route": {
        "num_vias": 1173,
        "wl_per_cell_um": 14.9,
        "wl_mm": 5.22,
        "drc": 0,
        "vias_per_cell": 3.34,
        "first_iter_violations": 20,
        "antenna_cells": 0,
        "drtAntennaViolNets": 0,
        "drt-pass1-iter-count": 4,
    },
    "critical_path": {
        "cp_slowest_cell": "clkdlybuf4s50_1",
        "cpMostUsedCell": "buf_4",
        "cp_cell_sequence": "clkdlybuf4s50_1 -> nor4_2 -> nand4_1 -> buf_4 -> nor3_4 -> buf_4 -> buf_4 -> buf_4 -> buf_4 -> buf_4 -> buf_4 -> a32o_2",
        "cpPeakStageDelay_ns": 0.51,
        "start_kind": "input pin",
        "arrival_ns": 2.32,
        "path_max_fanout": 2,
        "crit_type": "input pin to register",
        "endpoint_kind": "register",
        "crit_required_ns": 2.38,
    },
    "cells_and_area": {
        "logic_area_sq_um": 419,
        "layout_top_cells": "clkdlybuf4s50_1, and3_1, dlygate4sd2_1",
        "seqCellArea_sq_um": 25.0,
        "syn_to_final_growth_pct": 116,
        "largest_reg_flops": 1,
        "num-fill-cells": 1074,
        "lay_top_count": "clkdlybuf4s50_1",
        "largest-register": "state_q",
        "drive_above_1_share_pct": 14.2,
        "stdcell_count": 351,
        "reg_top3": "state_q: 1 flops",
    },
    "grt": {
        "grt_max_degree": 34,
        "use_met2_pct": 11.5,
        "antenna_found_initial": 0,
        "use_met3_pct": 2.67,
        "grtUsageTotal_pct": 6.44,
        "gr-max-usage-layer": "met2",
        "overflow": 0,
        "met1_usage_pct": 6.81,
        "grt_pass1_wl_mm": 7.62,
        "grt_pass1_vias": 1310,
    },
    "power": {
        "cellLeakagePower_nw": 1.00,
        "pwr_density_cell_nw_per_um2": 95.1,
        "peakVddDrop_uv": 50.2,
    },
    "place": {
        "hpwl_mm": 4.66,
        "dp.cells": 343,
        "io_buffers": 139,
        "gp_congestion": 0.852,
    },
    "timing": {
        "final.period_utilization_pct": 97.5,
        "fin_setup_tns_ns": 0,
        "finalMaxSlewViolations": 0,
        "max_freq_mhz": 410,
        "setup-violations-final": 0,
        "skew_ns": 0,
        "hold_viol": 0,
        "fin_crit_ns": 2.44,
    },
    "clock_network": {
        "clock_latency_ns": 0,
        "clkTransAtPathRegs_ns": 0,
    },
    "run": {
        "max-cap-violations": 0,
        "tool_warnings": 73,
    },
}
## metal layers
layer | wire length (um) | share of wire [%]
met5 | 0 | 0
met2 | 2490 | 48
met3 | 627 | 12
met4 | 148 | 2.8
met1 | 1950 | 37
## critical path, delay by kind of cell
family	cells	cell delay, ns
AND/OR/NAND/NOR	3	0.22
AND-OR/OR-AND	1	0.24
buffers and inverters	8	1.37
## power breakdown
| part | switching, mW | internal (mW) | total (mW) |
|---|---|---|---|
| Sequential | 0.00000000000207 | 0.0165 | 0.0165 |
| Combinational | 0.0463 | 0.139 | 0.185 |
| Clock | 0 | 0 | 0 |
| Total | 0.0463 | 0.156 | 0.202 |
## metrics by stage
| stage | hold WS [ns] | instance area, sq um | worst slack [ns] | total power [mW] | util [%] |
|---|---|---|---|---|---|
| after detailed placement | 0.560 | 2040 | -0.405 | 0.216 | 20.9 |
| after floorplan | 0.204 | 1010 | 0.912 | 0.102 | - |
| after CTS | 0.563 | 2110 | 0.00603 | 0.207 | 21.5 |
| final | 0.570 | 2120 | 0.0622 | 0.202 | 21.7 |
| after global placement | 0.580 | 2040 | -0.349 | 0.215 | 20.9 |
| after global routing | 0.595 | 2120 | -0.0391 | 0.218 | 21.7 |
## layout make-up
cell class | instances | area share (%)
repair buffers | 156 | 70.9
multi-input cells | 59 | 19.7
well taps | 133 | 7.84
flip-flops and latches | 1 | 1.18
inverters | 2 | 0.354
## timing repair
item,CTS,global route
hold buffers,0,0
resized,34,12
endpoints found under the hold margin,0,0
buffers inserted,8,0
setup endpoints to repair,3,4
pin swaps,12,10
## path summary, 6_finish.rpt
check | to | cells after the start | slack (ns) | start
setup / recovery | state_q | 12 | 0.06 | i_paddr[3]
hold / removal | state_q | 1 | 0.57 | state_q
setup reg to reg | state_q | 9 | 0.82 | state_q
hold reg to reg | state_q | 1 | 0.57 | state_q
max in group asynchronous | state_q | 1 | 1.75 | i_arst_n
min in group asynchronous | state_q | 1 | 0.65 | i_arst_n
## Yosys cell counts
| cell | n | share of area (%) |
|---|---|---|
| and3_1 | 32 | 20 |
| nor4_2 | 4 | 5.1 |
| nor3_2 | 1 | 1.0 |
| nand4_1 | 2 | 1.3 |
| inv_1 | 2 | 0.77 |
| a32oi_1 | 1 | 0.89 |
| or2_2 | 1 | 0.64 |
| o21ai_0 | 1 | 0.51 |
| nand2_1 | 1 | 0.38 |
| nor2_1 | 3 | 1.1 |
| nor4_1 | 4 | 2.6 |
| conb_1 | 1 | 0.38 |
| dfrtp_1 | 1 | 2.6 |
| a32o_2 | 1 | 1.1 |
| buf_4 | 77 | 59 |
| clkbuf_1 | 6 | 2.3 |
## kinds of logic after synthesis
logic type	count (synthesis)	synth area share [%]
flip-flops	1	2.55
AND-OR/OR-AND	3	2.55
AND/OR/NAND/NOR	48	32.5
buffers and inverters	85	62.0
other	1	0.382
Power figures rest on the tool's default switching activity, not on a simulated workload.
