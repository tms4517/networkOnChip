<file path="design/flow/run.sh">
#!/bin/bash
# OpenROAD 26Q1-2900-gdf79404cd8, Yosys 0.63+post, stock flow scripts
make -C /OpenROAD-flow-scripts/flow DESIGN_CONFIG=/design/flow/config.mk WORK_HOME=/design/flow/orfs finish
</file>
<file path="design/flow/config.mk">
export PLATFORM = sky130hd
export DESIGN_NAME = niApbTarget
export DESIGN_NICKNAME = niApbTarget
export VERILOG_FILES = /design/flow/design.v
export SDC_FILE = /design/flow/constraint.sdc
export NUM_CORES = 4
export LEC_CHECK = 1
export CORE_UTILIZATION = 40
export SYNTH_HDL_FRONTEND = slang
</file>
<file path="design/flow/constraint.sdc">
current_design niApbTarget

set clk_period 5.4
set clk_io_pct 0.2

create_clock -name clk0 -period $clk_period [get_ports {i_clk}]

set non_clock_inputs [all_inputs -no_clocks]
set_input_delay [expr $clk_period * $clk_io_pct] -clock clk0 $non_clock_inputs
set_output_delay [expr $clk_period * $clk_io_pct] -clock clk0 [all_outputs]
</file>
<file path="design/flow/design.v">
`default_nettype none
package pa_noc;
  localparam int unsigned APB_PAYLOAD_WIDTH = 69;
  localparam int unsigned FIFO_ADDRESS_W = 2;
  localparam int unsigned NUM_INPUT_FIFOS = 5;
  localparam int unsigned MAX_NI_PER_ROUTER = 1;
  typedef struct packed {
    logic [31:0] baseAddr;  
    logic [31:0] endAddr;   
    logic [7:0]  dstRow;    
    logic [7:0]  dstCol;    
    logic [7:0]  dstNiId;   
  } ty_ADDR_MAP_ENTRY;
  typedef enum bit [2:0]
  { NI    = 3'b000
  , NORTH = 3'b001
  , SOUTH = 3'b010
  , EAST  = 3'b011
  , WEST  = 3'b100
  } ty_DIRECTION;
endpackage
`resetall
`default_nettype none
module niApbTarget
#(parameter int unsigned GRID_WIDTH        = 4
, parameter int unsigned MY_ROW            = 0
, parameter int unsigned MY_COL            = 0
, parameter int unsigned MAX_NI_PER_ROUTER = pa_noc::MAX_NI_PER_ROUTER
, parameter int unsigned NI_ID             = 0
, localparam int unsigned COORD_WIDTH   = $clog2(GRID_WIDTH)
, localparam int unsigned NI_ID_WIDTH   = (MAX_NI_PER_ROUTER > 1) ?
                                          $clog2(MAX_NI_PER_ROUTER) : 0
, localparam int unsigned PAYLOAD_WIDTH = pa_noc::APB_PAYLOAD_WIDTH
, localparam int unsigned PACKET_WIDTH  = PAYLOAD_WIDTH + (2 * NI_ID_WIDTH)
                                          + (COORD_WIDTH * 4)
)
( input  var logic i_clk
, input  var logic i_arst_n
, output var logic [31:0] o_paddr
, output var logic [31:0] o_pwdata
, output var logic        o_pwrite
, output var logic [3:0]  o_pstrb
, output var logic        o_psel
, output var logic        o_penable
, input  var logic        i_pready
, input  var logic        i_pslverr
, input  var logic [31:0] i_prdata
, input  var logic [PACKET_WIDTH-1:0] i_routerToNi
, input  var logic                    i_routerToNiValid
, output var logic                    o_routerToNiReady
, output var logic [PACKET_WIDTH-1:0] o_niToRouter
, output var logic                    o_niToRouterValid
, input  var logic                    i_niToRouterReady
);
  typedef enum logic [1:0]
  { ST_IDLE
  , ST_APB_SETUP
  , ST_APB_ACCESS
  , ST_RESP
  } ty_state;
  ty_state state_q, state_d;
  logic [PAYLOAD_WIDTH-1:0] reqPayload;
  always_comb
    reqPayload = i_routerToNi[PACKET_WIDTH-1 -: PAYLOAD_WIDTH];
  logic [31:0] paddr_d;
  logic [31:0] pwdata_d;
  logic        pwrite_d;
  logic [3:0]  pstrb_d;
  always_comb
    paddr_d  = reqPayload[68:37];
  always_comb
    pwdata_d = reqPayload[36:5];
  always_comb
    pwrite_d = reqPayload[4];
  always_comb
    pstrb_d  = reqPayload[3:0];
  logic [COORD_WIDTH-1:0] reqSrcRow_d;
  logic [COORD_WIDTH-1:0] reqSrcCol_d;
  always_comb
    reqSrcRow_d = i_routerToNi[(4*COORD_WIDTH + 2*NI_ID_WIDTH)-1
                                -: COORD_WIDTH];
  always_comb
    reqSrcCol_d = i_routerToNi[(3*COORD_WIDTH + 2*NI_ID_WIDTH)-1
                                -: COORD_WIDTH];
  if (NI_ID_WIDTH > 0)
  begin: gen_id
    logic [NI_ID_WIDTH-1:0] reqSrcNiId_d;
    logic [NI_ID_WIDTH-1:0] reqSrcNiId_q;
    always_comb
      reqSrcNiId_d = i_routerToNi[(4*COORD_WIDTH + 2*NI_ID_WIDTH)-1
                                    -: NI_ID_WIDTH];
    always_ff @(posedge i_clk or negedge i_arst_n)
      if (!i_arst_n)
        reqSrcNiId_q <= '0;
      else if (state_q == ST_IDLE && i_routerToNiValid && o_routerToNiReady)
        reqSrcNiId_q <= reqSrcNiId_d;
      else
        reqSrcNiId_q <= reqSrcNiId_q;
  end: gen_id
  logic [31:0] paddr_q;
  logic [31:0] pwdata_q;
  logic        pwrite_q;
  logic [3:0]  pstrb_q;
  logic [COORD_WIDTH-1:0] reqSrcRow_q;
  logic [COORD_WIDTH-1:0] reqSrcCol_q;
  always_ff @(posedge i_clk or negedge i_arst_n)
    if (!i_arst_n)
      paddr_q  <= '0;
    else if (state_q == ST_IDLE && i_routerToNiValid && o_routerToNiReady)
      paddr_q  <= paddr_d;
    else
      paddr_q  <= paddr_q;
  always_ff @(posedge i_clk or negedge i_arst_n)
    if (!i_arst_n)
      pwdata_q <= '0;
    else if (state_q == ST_IDLE && i_routerToNiValid && o_routerToNiReady)
      pwdata_q <= pwdata_d;
    else
      pwdata_q <= pwdata_q;
  always_ff @(posedge i_clk or negedge i_arst_n)
    if (!i_arst_n)
      pwrite_q <= '0;
    else if (state_q == ST_IDLE && i_routerToNiValid && o_routerToNiReady)
      pwrite_q <= pwrite_d;
    else
      pwrite_q <= pwrite_q;
  always_ff @(posedge i_clk or negedge i_arst_n)
    if (!i_arst_n)
      pstrb_q  <= '0;
    else if (state_q == ST_IDLE && i_routerToNiValid && o_routerToNiReady)
      pstrb_q  <= pstrb_d;
    else
      pstrb_q  <= pstrb_q;
  always_ff @(posedge i_clk or negedge i_arst_n)
    if (!i_arst_n)
      reqSrcRow_q <= '0;
    else if (state_q == ST_IDLE && i_routerToNiValid && o_routerToNiReady)
      reqSrcRow_q <= reqSrcRow_d;
    else
      reqSrcRow_q <= reqSrcRow_q;
  always_ff @(posedge i_clk or negedge i_arst_n)
    if (!i_arst_n)
      reqSrcCol_q <= '0;
    else if (state_q == ST_IDLE && i_routerToNiValid && o_routerToNiReady)
      reqSrcCol_q <= reqSrcCol_d;
    else
      reqSrcCol_q <= reqSrcCol_q;
  always_ff @(posedge i_clk or negedge i_arst_n)
    if (!i_arst_n)
      state_q <= ST_IDLE;
    else
      state_q <= state_d;
  always_comb
    case (state_q)
      ST_IDLE:
        state_d = (i_routerToNiValid && o_routerToNiReady)
                  ? ST_APB_SETUP : ST_IDLE;
      ST_APB_SETUP:
        state_d = ST_APB_ACCESS;
      ST_APB_ACCESS:
        if (i_pready)
          state_d = pwrite_q ? ST_IDLE : ST_RESP;
        else
          state_d = ST_APB_ACCESS;
      ST_RESP:
        state_d = i_niToRouterReady ? ST_IDLE : ST_RESP;
      default:
        state_d = ST_IDLE;
    endcase
  logic [31:0] prdata_q;
  always_ff @(posedge i_clk or negedge i_arst_n)
    if (!i_arst_n)
      prdata_q <= '0;
    else if (state_q == ST_APB_ACCESS && i_pready)
      prdata_q <= i_prdata;
    else
      prdata_q <= prdata_q;
  always_comb
    o_psel    = (state_q == ST_APB_SETUP) || (state_q == ST_APB_ACCESS);
  always_comb
    o_penable = (state_q == ST_APB_ACCESS);
  always_comb
    o_paddr   = paddr_q;
  always_comb
    o_pwdata  = pwdata_q;
  always_comb
    o_pwrite  = pwrite_q;
  always_comb
    o_pstrb   = pstrb_q;
  if (NI_ID_WIDTH > 0)
  begin: gen_ni_filter
    logic niIdMatch;
    always_comb
      niIdMatch = (i_routerToNi[(2*COORD_WIDTH + NI_ID_WIDTH)-1 -: NI_ID_WIDTH]
                  == NI_ID_WIDTH'(NI_ID));
    always_comb
      if (state_q == ST_IDLE && niIdMatch)
        o_routerToNiReady = 1'b1;
      else
        o_routerToNiReady = 1'b0;
  end: gen_ni_filter
  else
  begin: gen_no_ni_filter
    always_comb
      if (state_q == ST_IDLE)
        o_routerToNiReady = 1'b1;
      else
        o_routerToNiReady = 1'b0;
  end: gen_no_ni_filter
  logic [PAYLOAD_WIDTH-1:0] respPayload;
  logic [COORD_WIDTH-1:0]   respSrcRow;
  logic [COORD_WIDTH-1:0]   respSrcCol;
  always_comb
    respPayload = {paddr_q, prdata_q, 1'b0, 4'b0000};
  always_comb
    respSrcRow = COORD_WIDTH'(MY_ROW);
  always_comb
    respSrcCol = COORD_WIDTH'(MY_COL);
  if (NI_ID_WIDTH > 0)
  begin: gen_resp_with_ids
    always_comb
      o_niToRouter =  { respPayload
                      , NI_ID_WIDTH'(NI_ID)
                      , respSrcRow
                      , respSrcCol
                      , gen_id.reqSrcNiId_q
                      , reqSrcRow_q
                      , reqSrcCol_q
                      };
  end: gen_resp_with_ids
  else
  begin: gen_resp_no_ids
    always_comb
      o_niToRouter =  { respPayload
                      , respSrcRow
                      , respSrcCol
                      , reqSrcRow_q
                      , reqSrcCol_q
                      };
  end: gen_resp_no_ids
  always_comb
    if (state_q == ST_RESP)
      o_niToRouterValid = 1'b1;
    else
      o_niToRouterValid = 1'b0;
endmodule
`resetall
</file>
==> impl_metrics.env <==
# implementation run metrics
export IMPL_run_status="finished, final reports clean"
export IMPL_cts_hold_buf=0
export IMPL_port_buffers=250
export IMPL_cts_root_buf="clkbuf_16"
export IMPL_final_hold_viol_count=0
export IMPL_post_route_min_period_ns=2.69
export IMPL_p_int_mw=2.95
export IMPL_die_area_um2=12100
export IMPL_clkTransAtPathRegs_ns=0.07
export IMPL_rows=39
export IMPL_dp_hpwl_um=7510
export IMPL_worstPathCellList="clkdlybuf4s50_1 > and2_4 > buf_4 > mux2_2"
export IMPL_grt_max_degree=59
export IMPL_fp_dieW_um=110
export IMPL_syn_area_per_cell_um2=16.8
export IMPL_fin_skew_ns=0.0105
export IMPL_top_cell="dfrtp_1"
export IMPL_drc=0
export IMPL_drtAntennaViolNets=0
export IMPL_post_synth_num_cell_types=17
export IMPL_htreeDepth=3
export IMPL_swShare_pct=21.9
export IMPL_grt_first_pass_wirelength_um=15200
export IMPL_synth_top_area_share_pct=57.9
export IMPL_fp_util_pct=40.9
export IMPL_ys_dominant_reg_cell="dfrtp_1"
export IMPL_vias_per_cell=4.47
export IMPL_min_path_type="flop to flop"
export IMPL_cap_violations=0
export IMPL_p_leak_nw=3.12
export IMPL_grt_pass1_vias=2738
export IMPL_ys_seq_elements=109
export IMPL_drv_slew=0
export IMPL_synth_seq_share_pct=58.5
export IMPL_cp_buffers_inverters=2
export IMPL_ys_top_cells_by_count="108 x dfrtp_1, 59 x mux2_4, 46 x mux2_2, 41 x buf_4, 7 x buf_12"
export IMPL_arrival_ns=2.91
export IMPL_path_delay_family="buffers and inverters"
export IMPL_async_flop_share_pct=100
export IMPL_irDropWorstVdd_v=0.000228
export IMPL_max_stage_delay_ns=0.52
export IMPL_power_mw=3.78
export IMPL_gr_usage_all_layers_pct=17.1
export IMPL_rsz0062_at_grt="false"
export IMPL_ys_cells=278
export IMPL_wl_met2_um=5210
export IMPL_crit_fanout=28
export IMPL_antenna_cells=0
export IMPL_netlist_area_um2=4670
export IMPL_wl_met3_um=686
export IMPL_yosys_area_um2=4670
export IMPL_finalSetupTns_ns=0
export IMPL_gp_congestion=0.738
export IMPL_max_freq_mhz=372
export IMPL_dr_total_vias=2889
export IMPL_seq_power_share_pct=38.5
export IMPL_drt_pass1_iter_count=4
export IMPL_startpoint_type="input port"
export IMPL_edf_count=0
export IMPL_antenna_found_initial=0
export IMPL_ctsResizeCount=0
export IMPL_crit_path_end_kind="flop"
export IMPL_power_density_nw_per_um2=524
export IMPL_wl_per_cell_um=16.0
export IMPL_p_comb_share_pct=44.9
export IMPL_grt_overflow=0
export IMPL_logic_area_um2=1490
export IMPL_met1Wirelength_um=4230
export IMPL_yosysWarnings=0
export IMPL_max_slew_margin_pct=47.4
export IMPL_clock_sinks=109
export IMPL_hold_ws_ns=0.457
export IMPL_worstMarginPinSlew_ns=0.786
export IMPL_crit_type="input port to flop"
export IMPL_yosys_top_cells_area="dfrtp_1 58%, mux2_4 19%, mux2_2 11%"
export IMPL_netSwitchingPower_mw=0.827
export IMPL_cpMaxStageDelayCell="buf_4"
export IMPL_seq_area_um2=2730
export IMPL_cts_tree="done"
export IMPL_area_growth_pct=54.6
export IMPL_highest_layer="met4"
export IMPL_clkLatencyLatePin_ns=0.34
export IMPL_synth_largest_area_cell="dfrtp_1"
export IMPL_cts_buffer_depth=2
export IMPL_drt_wl_total_um=10300
export IMPL_cts_setup_buffers=0
export IMPL_warnings=31
export IMPL_cts_buffers=9
export IMPL_fillCellCount=870
export IMPL_finalSetupViolations=0
export IMPL_die_y_um=110
export IMPL_pwr_share_clk_pct=16.6
export IMPL_core_area_um2=11400
export IMPL_critical_path_required_ns=5.62
export IMPL_initialDrtViolationCount=136
export IMPL_layout_drive_gt1_share_pct=25.6
export IMPL_ios=265
export IMPL_post_route_period_util_pct=49.7
export IMPL_synthCells=278
==> path summary, 6_finish.rpt <==
kind	slack, ns	endpoint	cells past startpoint	start
worst min register to register	0.46	state_q[1]	1	state_q[2]
worst min-delay path	0.46	state_q[1]	1	state_q[2]
worst max-delay path	2.71	o_paddr[16]	4	i_routerToNiValid
min in group asynchronous	0.76	o_paddr[24]	1	i_arst_n
max in group asynchronous	3.43	o_paddr[20]	2	i_arst_n
worst max register to register	3.40	o_paddr[16]	3	state_q[0]
==> power by group through the flow <==
stage / clock, mW / combinational (mW) / sequential [mW]
global route: 0.686 / 1.85 / 1.52
CTS: 0.650 / 1.73 / 1.46
finish: 0.628 / 1.70 / 1.46
==> placed cells by master, fill, tap and decap left out, drive strengths merged, types with 2 or more instances in the layout <==
cell type / count
inv: 3
clkdlybuf4s50: 249
buf: 4
nand2: 2
mux2: 105
clkinv: 4
clkbuf: 10
nand3: 2
dfrtp: 108
conb: 9
==> kinds of logic after synthesis <==
| kind of cell | count (synthesis) | synth area share, % |
|---|---|---|
| multiplexers | 105 | 30.1 |
| buffers and inverters | 54 | 10.2 |
| AND-OR/OR-AND | 2 | 0.295 |
| other | 1 | 0.0803 |
| AND/OR/NAND/NOR | 7 | 0.911 |
| flip-flops | 109 | 58.5 |
==> stage by stage <==
| step | instance area (µm²) | setup WS [ns] | utilization [%] | instances |
|---|---|---|---|---|
| CTS | 7220 | 2.70 | 63.2 | 646 |
| detailed placement | 6930 | 2.33 | 60.7 | 630 |
| global route | 7220 | 2.62 | 63.2 | 646 |
| global placement | 6930 | 2.35 | 60.7 | 630 |
| floorplan | 4700 | 3.49 | - | 286 |
| finish | 7220 | 2.71 | 63.2 | 646 |
==> area by class of cell <==
cell class / count / share of cell area, %
clock inverters: 6 / 0.659
inverters: 2 / 0.104
repair buffers: 253 / 34.9
multi-input cells: 123 / 20.7
well taps: 143 / 2.48
clock buffers: 10 / 3.31
flip-flops and latches: 109 / 37.8
==> worst register-to-register path: stages, from the launching register on <==
cell	delay, ns
dfstp_2	0.54
and2_4	0.44
buf_4	0.52
mux2_2	0.40
==> flip-flops by register name, summed over array words and instances (netlist names) <==
register / cells
o_paddr: 32
o_pstrb: 4
o_pwdata: 32
o_pwrite: 1
prdata_q: 32
reqSrcCol_q: 2
reqSrcRow_q: 2
state_q: 4
==> routing by layer <==
layer	vias to the layer above	GRT usage, %
li1	1337	-
met1	1417	25.8
met2	120	27.6
met3	15	2.82
met4	0	2.57
met5	-	0
Power and IR drop assume default switching activity.
